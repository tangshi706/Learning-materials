<file path="flow/design.v">
module top_module(
    input clk,
    input reset,
    input ena,
    output reg pm,
    output reg [7:0] hh,
    output reg [7:0] mm,
    output reg [7:0] ss); 
    wire cout_s_h;
    wire cout_m_l;
    wire cout_m_h;
    wire cout_h_l;
    wire cout_h_h;
    wire cout_pm;
    wire flag_hh_12;
    wire flag_hh_9;
    always @ (posedge clk) begin
        if(reset)
            ss[3:0]<=1'b0;
        else if(ena)begin
            if(ss[3:0]==4'd9)
                ss[3:0]<=4'd0;
            else
                ss[3:0]<=ss[3:0] + 1'b1;
        end
        else
            ss[3:0]<=ss[3:0];
    end
        assign  cout_s_h = (ss[3:0]==4'd9)?1'b1:1'b0;   
    always @ (posedge clk) begin
        if(reset)
            ss[7:4]<=1'b0;
        else if(cout_s_h&ena)begin
            if(ss[7:4]==4'd5)
                ss[7:4]<=4'd0;
            else
                ss[7:4]<=ss[7:4] + 1'b1;
        end
        else
            ss[7:4]<=ss[7:4];
    end        
        assign cout_m_l =  (ss[7:4]==4'd5&&ss[3:0]==4'd9)? 1'b1:1'b0;
    always @ (posedge clk) begin
        if(reset)
            mm[3:0]<=1'b0;
        else if(cout_m_l&ena)begin
            if(mm[3:0]==4'd9)
                mm[3:0]<=4'd0;
            else
                mm[3:0]<=mm[3:0] + 1'b1;
        end
        else
            mm[3:0]<=mm[3:0];
    end        
        assign cout_m_h = (mm[3:0]==4'd9&&cout_m_l)? 1'b1:1'b0;   
    always @ (posedge clk) begin
        if(reset)
            mm[7:4]<=1'b0;
        else if(cout_m_h&ena)begin
            if(mm[7:4]==4'd5)
                mm[7:4]<=4'd0;
            else
                mm[7:4]<=mm[7:4] + 1'b1;
        end
        else
            mm[7:4]<=mm[7:4];
    end          
        assign cout_h_l =(mm[7:4]==4'd5&&cout_m_h)?1'b1:1'b0;
    always @ (posedge clk) begin
        if(reset)
            hh[3:0]<=4'd2;
        else if(cout_h_l&ena)begin
            if(flag_hh_12)
                hh[3:0]<=4'd1;            
            else if(hh[3:0]==4'd9)
                hh[3:0]<=4'd0;
            else
                hh[3:0]<=hh[3:0] + 1'b1;
        end
        else
            hh[3:0]<=hh[3:0];
    end        
        assign flag_hh_9 =(hh[3:0]==4'd9)?1'b1:1'b0;    
    always @ (posedge clk) begin
        if(reset)
            hh[7:4]<=1'b1;
        else if(cout_h_l&ena)begin
            if(flag_hh_12)            
            	hh[7:4]<=4'd0;        
        	else if(flag_hh_9)
                hh[7:4]<=4'd1;
            else
                hh[7:4]<=hh[7:4];
        end
        else
            hh[7:4]<=hh[7:4];
    end         
    assign flag_hh_12 = (hh[7:4]==4'd1&&hh[3:0]==4'd2)?1'b1:1'b0;
    assign cout_pm =(hh[7:4]==4'd1&&hh[3:0]==4'd1&&cout_h_l)?1'b1:1'b0;
    always @ (posedge clk) begin
        if(reset)
            pm<=1'b0;
        else if(cout_pm&ena)
            pm<=pm + 1'b1;
        else
            pm<=pm;
    end            
endmodule
</file>
<file path="flow/run.sh">
#!/bin/bash
# OpenROAD 26Q1-2900-gdf79404cd8, Yosys 0.63+post, stock flow scripts
make -C /OpenROAD-flow-scripts/flow DESIGN_CONFIG=/design/flow/config.mk WORK_HOME=/design/flow/orfs finish
</file>
<file path="flow/config.mk">
export PLATFORM = sky130hd
export DESIGN_NAME = top_module
export DESIGN_NICKNAME = top_module
export VERILOG_FILES = /design/flow/design.v
export SDC_FILE = /design/flow/constraint.sdc
export NUM_CORES = 4
export LEC_CHECK = 1
export CORE_AREA = 10 10 106 106
export DIE_AREA = 0 0 116 116
</file>
<file path="flow/constraint.sdc">
current_design top_module

set clk_period 2.8
set clk_io_pct 0.2

create_clock -name clk0 -period $clk_period [get_ports {clk}]

set non_clock_inputs [all_inputs -no_clocks]
set_input_delay [expr $clk_period * $clk_io_pct] -clock clk0 $non_clock_inputs
set_output_delay [expr $clk_period * $clk_io_pct] -clock clk0 [all_outputs]
</file>
==> flow_summary.yaml <==
# flow metrics
logic_synthesis:
  synthArstFlopShare_pct: 0
  ys_seq_share_pct: 37.7
  synth_area_per_cell_um2: 8.41
  adder_share_pct: 0
  yosys_cells: 139
  synth_cells: 139
  yosysTopAreaCell: "dfxtp_1"
  synth-simple-area-share_pct: 33.7
  ff_type: "dfxtp_1"
  synth.distinct_cells: 41
  top_cells_by_area: "dfxtp_1 (38%), a21oi_1 (5.1%), nor2b_1 (4.3%), o21ai_0 (3.9%), nor2_1 (3.2%)"
  top_area_share_pct: 37.7
  ys_sh_mux_pct: 2.78
  syn_area_um2: 1170
  ys_area_um2: 1170
  edf_count: 0
  synthTopLogicFamily: "simple AND/OR/NAND/NOR gates"
  numSynthFlops: 22
  ys.warnings.count: 1
  ys_sh_aoi_pct: 15.3
  synth-xor-area-share_pct: 3.75
cells_and_area:
  drive_above_1_share_pct: 5.59
  final_cells: 269
  final.fill_count: 977
  area_growth_pct: 32.8
floorplanning:
  fp-utilization_pct: 13.2
  rows: 34
  dieArea_um2: 13500
  die_w_um: 116
  io_pins: 28
  die_y_um: 116
  fp.coreArea_um2: 8850
worst_setup_path:
  worstPathRequired_ns: 2.95
  r2r_setup_slack_ns: 0.97
  path_class: "in -> reg"
  endpoint: "pm"
  end_kind: "flop"
  cp-start-kind: "primary input"
  startpoint: "ena"
  reg2reg_to: "pm"
  critPathMaxFanout: 14
  r2r-start: "ss[0]"
  reg2regPathDepth: 4
  cp.arrival_ns: 2.40
final_timing:
  max_freq_mhz: 444
  rsz0062_at_grt: "no"
  period_used_pct: 80.4
  slew_violations: 0
  fin_hold_ws_ns: 0.527
  min_period_ns: 2.25
  finalHoldViolations: 0
  setup_tns_ns: 0
  finalSetupViolCount: 0
  skew_ns: 0.00493
  setup_slack_ns: 0.550
place:
  post-place-ws_ns: 0.291
  place_congestion: 0.853
  hpwl_mm: 2.31
  dp_cells: 266
  io_buffers: 24
drt:
  drt_iter0_markers: 90
  drc_errors: 0
  drtAntennaViolNets: 0
  routedWlPerCell_um: 11.3
  vias_per_cell: 3.95
  drtPass1Iterations: 4
  n_antenna_cell: 0
  wirelength_mm: 3.04
  vias: 1063
min_path:
  hold_path.startpoint: "ss[4]"
  hold_class: "reg -> reg"
power:
  peakVddDrop_v: 0.000135
  power_density_nw_per_um2: 345
  p_sw_share_pct: 20.8
  power.static_leakage_nw: 0.489
  combPwrFrac_pct: 4.3
  seq_power_share_pct: 60.0
  power.total_uw: 535
  clkPwrFrac_pct: 35.7
  p_sw_uw: 111
  intPower_uw: 423
outcome:
  status: "finished clean"
clock_tree:
  htreeDepth: 1
  root_buffer: "clkbuf_8"
  cts_setup_buffers: 0
  postCtsHoldBufs: 0
  cts_buffers: 3
  worst_skew_pair.late_latency_ns: 0.26
  cts.sink_count: 22
  cts_buffer_depth: 2
  cts_tree: "done"
  post_cts_resized: 0
  cts.clk_slew.worst_paths_ns: 0.07
job:
  maxCapViolCount: 0
  warning_count: 25
global_routing:
  grt_pass1_wl_mm: 5.03
  overflow: 0
  antenna_found_initial: 0
  grt_pass1_vias: 971
  grt_usage_pct: 4.55
  grt_max_degree: 20
## synth_stat cells, types with 2 or more instances
| master | n |
|---|---|
| buf_4 | 3 |
| nand4b_1 | 2 |
| nor3b_1 | 3 |
| dfxtp_1 | 22 |
| xor2_1 | 2 |
| nand3_1 | 3 |
| nor3_1 | 5 |
| inv_1 | 7 |
| nor2b_1 | 8 |
| nor4bb_1 | 3 |
| nor2_1 | 10 |
| nand2b_1 | 2 |
| nand2_1 | 6 |
| mux2_2 | 2 |
| or3_1 | 6 |
| nor4_1 | 2 |
| a31oi_1 | 2 |
| nand4_1 | 4 |
| and4b_1 | 2 |
| xnor2_1 | 3 |
| o21ai_0 | 9 |
| a21oi_1 | 12 |
| clkbuf_1 | 3 |
## cells in the final DEF, fill, tap and decap left out, types with 2 or more instances in the layout
master and instances:
mux2_2 2, nand2b_1 2, nor4bb_1 3, xnor2_1 3
xor2_1 2, or3_1 6, nand4_1 4, dfxtp_1 22
clkdlybuf4s50_1 24, a21oi_1 12, inv_1 7, and4b_1 2
nor3_1 5, nand3_1 3, nand4b_1 2, clkbuf_8 3
o21ai_0 9, a31oi_1 2, nor2b_1 8, nor3b_1 3
nor2_1 10, nand2_1 6, conb_1 3, nor4_1 2
## layer usage
layer / global-route usage [%] / up-vias / share of wire (%)
li1: - / 545 / -
met5: 0 / - / 0
met4: 0.917 / 0 / 2.4
met2: 6.79 / 23 / 44
met1: 6.66 / 491 / 49
met3: 0.942 / 4 / 4.0
## kinds of logic after synthesis
kind of cell           Yosys count
AND/OR/NAND/NOR                 63
buffers and inverters           15
AND-OR/OR-AND                   30
multiplexers                     3
flip-flops                      22
XOR/XNOR                         5
other                            1
## final cells by class
cell class / count / area, µm² / area share [%]
Clock buffer: 3 / 41.3 / 2.66
Inverter: 7 / 26.3 / 1.69
Sequential cell: 22 / 440 / 28.4
Multi-Input combinational cell: 104 / 661 / 42.6
Timing Repair Buffer: 25 / 248 / 16.0
Tap cell: 108 / 135 / 8.71
## stage by stage
step	instance area, µm²	util [%]
2_1_floorplan	1180	-
5_1_grt	1550	17.5
6_report	1550	17.5
4_1_cts	1550	17.5
3_3_place_gp	1510	17.1
3_5_place_dp	1510	17.1
## sequential cells by signal, summed over array words and instances, names as in the netlist
| signal | cells |
|---|---|
| hh | 5 |
| mm | 8 |
| pm | 1 |
| ss | 8 |
## power by group through the flow
stage | clock network (mW) | logic [mW] | registers [mW]
finish | 0.191 | 0.0232 | 0.321
global route | 0.210 | 0.0266 | 0.321
CTS | 0.199 | 0.0235 | 0.320
## how the worst min path moves through the flow
| stage | end | depth (start not counted) |
|---|---|---|
| CTS | mm[5] | 2 |
| finish | ss[4] | 2 |
| global route | mm[5] | 2 |
## critical path: stages
cell and delay (ns):
clkdlybuf4s50_1 0.56, and4b_1 0.31, nand4_2 0.30, nor3_1 0.31
mux2_2 0.36
No activity file was given, so power comes from the tool's default toggle rates.
